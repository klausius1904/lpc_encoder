==> flow/design.v <==
module lpc_decoder(
			input wire ACLK,
			input wire ARESET_N,
			input wire[79:0] TDATA,
			input wire TVALID,
			output wire TREADY,
			input wire EN,
			input wire TUSER,
			input wire TLAST,
			output wire[15:0] OUT_DECODED,
			output wire OUT_VALID,
			input wire OUT_READY,
			output wire OUT_LAST,
			output wire OUT_USER
		);
	localparam RECEIVE_STATE=3'b000;
	localparam SYNDROME_STATE=3'b001;
	localparam CORRECTION_STATE=3'b010;
	localparam APPLY_STATE=3'b011;
	localparam TRANSMIT_STATE=3'b100;
	reg[79:0] data_reg, data_nxt;
	reg ready_reg, ready_nxt;
	reg valid_reg, valid_nxt;
	reg[3:0] state_reg, state_nxt;
	reg[7:0] ph_reg, ph_nxt;
	reg[7:0] pv_reg, pv_nxt;
	reg[3:0] cnt_reg, cnt_nxt;
	reg [3:0] out_last_reg, out_last_nxt;
	reg [3:0] out_user_reg, out_user_nxt;
	reg[3:0] idx;
	reg[4:0] err_pos_row_reg, err_pos_row_nxt;
	reg[4:0] err_pos_col_reg, err_pos_col_nxt;
	always@(posedge ACLK or negedge ARESET_N)begin
		if(~ARESET_N)begin
			data_reg<=0;
			ready_reg<=1;
			valid_reg<=0;
			state_reg<=RECEIVE_STATE;
			pv_reg<=0;
			ph_reg<=0;
			err_pos_row_reg<=8;
			err_pos_col_reg<=8;
			cnt_reg<=0;
			out_last_reg<=0;
			out_user_reg<=0;
		end else begin
			data_reg<=data_nxt;
			ready_reg<=ready_nxt;
			valid_reg<=valid_nxt;
			state_reg<=state_nxt;
			pv_reg<=pv_nxt;
			ph_reg<=ph_nxt;
			err_pos_row_reg<=err_pos_row_nxt;
			err_pos_col_reg<=err_pos_col_nxt;
			cnt_reg<=cnt_nxt;
			out_last_reg<=out_last_nxt;
			out_user_reg<=out_user_nxt;
		end
	end
	always@(*)begin
		data_nxt=data_reg;
		ready_nxt=ready_reg;
		valid_nxt=valid_reg;
		state_nxt=state_reg;
		pv_nxt=pv_reg;
		ph_nxt=ph_reg;
		err_pos_row_nxt=err_pos_row_reg;
		err_pos_col_nxt=err_pos_col_reg;
		cnt_nxt=cnt_reg;
		out_last_nxt=out_last_reg;
		out_user_nxt=out_user_reg;
		case(state_reg)
			RECEIVE_STATE: begin
				if(TREADY&TVALID)begin
					data_nxt=TDATA;
					out_last_nxt={TLAST, 3'b0};
					out_user_nxt={3'b0, TUSER};
					ready_nxt=0;
					valid_nxt=0;
					pv_nxt=0;
					ph_nxt=0;
					err_pos_col_nxt=8;
					err_pos_row_nxt=8;
					if(EN)begin
						state_nxt=SYNDROME_STATE;
					end else begin
						state_nxt=TRANSMIT_STATE;
						valid_nxt=1;
					end
				end
			end
			SYNDROME_STATE: begin
				for(idx=0; idx<8; idx=idx+1)begin
					pv_nxt[idx]=^data_reg[8*idx+:8];
				end
				ph_nxt[0]=data_reg[0]^data_reg[8]^data_reg[16]^data_reg[24]^data_reg[32]^data_reg[40]^data_reg[48]^data_reg[56];
				ph_nxt[1]=data_reg[1]^data_reg[9]^data_reg[17]^data_reg[25]^data_reg[33]^data_reg[41]^data_reg[49]^data_reg[57];
				ph_nxt[2]=data_reg[2]^data_reg[10]^data_reg[18]^data_reg[26]^data_reg[34]^data_reg[42]^data_reg[50]^data_reg[58];
				ph_nxt[3]=data_reg[3]^data_reg[11]^data_reg[19]^data_reg[27]^data_reg[35]^data_reg[43]^data_reg[51]^data_reg[59];
				ph_nxt[4]=data_reg[4]^data_reg[12]^data_reg[20]^data_reg[28]^data_reg[36]^data_reg[44]^data_reg[52]^data_reg[60];
				ph_nxt[5]=data_reg[5]^data_reg[13]^data_reg[21]^data_reg[29]^data_reg[37]^data_reg[45]^data_reg[53]^data_reg[61];
				ph_nxt[6]=data_reg[6]^data_reg[14]^data_reg[22]^data_reg[30]^data_reg[38]^data_reg[46]^data_reg[54]^data_reg[62];
				ph_nxt[7]=data_reg[7]^data_reg[15]^data_reg[23]^data_reg[31]^data_reg[39]^data_reg[47]^data_reg[55]^data_reg[63];
				ready_nxt=0;
				valid_nxt=0;
				state_nxt=CORRECTION_STATE;
				err_pos_col_nxt=8;
				err_pos_row_nxt=8;
			end
			CORRECTION_STATE: begin
				ready_nxt=0;
				valid_nxt=0;
				for(idx=0; idx<8; idx=idx+1)begin
					if(pv_reg[idx]!=data_reg[64+idx])begin
						err_pos_row_nxt=idx;
					end
				end
				for(idx=0; idx<8; idx=idx+1)begin
					if(ph_reg[idx]!=data_reg[72+idx])begin
						err_pos_col_nxt=idx;
					end
				end
				state_nxt=APPLY_STATE;
			end
			APPLY_STATE: 	begin
				if(err_pos_col_reg!=8 && err_pos_row_reg!=8)begin
					data_nxt[err_pos_row_reg*8+err_pos_col_reg]= ~data_reg[err_pos_row_reg*8+err_pos_col_reg];
				end
				valid_nxt=1;
				state_nxt=TRANSMIT_STATE;
			end
			TRANSMIT_STATE: begin
				if(OUT_VALID&OUT_READY)begin
					if(cnt_reg==3)begin
						valid_nxt=0;
						ready_nxt=1;
						cnt_nxt=0;
						state_nxt=RECEIVE_STATE;
						err_pos_row_nxt=8;
						err_pos_col_nxt=8;
						ph_nxt=0;
						pv_nxt=0;
						data_nxt=0;
						out_last_nxt=0;
					end else begin
						valid_nxt=1;
						ready_nxt=0;
						cnt_nxt=cnt_reg+1;
						state_nxt=TRANSMIT_STATE;
						data_nxt=data_reg>>16;
						out_last_nxt=out_last_reg>>1;
						out_user_nxt=out_user_reg>>1;
					end
				end
			end
		endcase
	end
assign TREADY=ready_reg;
assign OUT_VALID=valid_reg;
assign OUT_DECODED= {data_reg[7:0],data_reg[15:8]};
assign OUT_LAST = out_last_reg[0];
assign OUT_USER = out_user_reg[0];
endmodule
==> flow/run.sh <==
#!/bin/bash
# OpenROAD 26Q1-2900-gdf79404cd8, Yosys 0.63+post, stock flow scripts
make -C /OpenROAD-flow-scripts/flow DESIGN_CONFIG=/design/flow/config.mk WORK_HOME=/design/flow/orfs finish
==> flow/config.mk <==
export PLATFORM = sky130hd
export DESIGN_NAME = lpc_decoder
export DESIGN_NICKNAME = lpc_decoder
export VERILOG_FILES = /design/flow/design.v
export SDC_FILE = /design/flow/constraint.sdc
export NUM_CORES = 4
export LEC_CHECK = 1
export CORE_UTILIZATION = 40
==> flow/constraint.sdc <==
current_design lpc_decoder

set clk_period 12.4
set clk_io_pct 0.2

create_clock -name clk0 -period $clk_period [get_ports {ACLK}]

set non_clock_inputs [all_inputs -no_clocks]
set_input_delay [expr $clk_period * $clk_io_pct] -clock clk0 $non_clock_inputs
set_output_delay [expr $clk_period * $clk_io_pct] -clock clk0 [all_outputs]
==> results.toml <==
# synthesis and place-and-route metrics
[placed_design]
place.detailed.hpwl_um = 26300
portBuffers = 106
place_congestion = 0.968

[sta]
final-hold-violation-count = 0
slew_of_the_pin_with_the_lowest_slew_margin_ns = 0.946
worst_clock_skew_ns = 0.0143
timing.final.crit_share_pct = 41.1
setup_total_negative_slack_ns = 0
relSlewSlack_pct = 37.0
layout_min_cycle_time_ns = 5.10
report.final.setup_viol = 0
achievable_freq_ghz = 0.196
report.final.slew_viol_count = 0
rsz0062_at_grt = "false"

[detailed_routing]
detail-route-antenna-nets = 0
wl_per_cell_um = 25.1
initialDrtViolationCount = 1012
detail_route.antenna_diodes = 0
routed_via_density = 6.32
via_count = 9325
detailedRoute.firstPassIterationCount = 6
post_detailed_route_drc_marker_count = 0
postRouteWirelength_um = 37000

[pwr]
power.share.clock_pct = 55.2
p_seq_share_pct = 40.2
internal-power_mw = 0.758
net-switching-power_mw = 0.221
power.ir.vdd_worst_v = 0.0000817
power.density_cell_area_mw_per_mm2 = 86.6
power.share.combinational_pct = 4.7
power.switching_fraction_pct = 22.6
leakagePower_nw = 3.87

[synthesis]
ys_cells = 1121
top_logic_kind = "AND-OR/OR-AND gates"
synth.ff_latch_count = 120
cell_area_synth_mm2 = 0.00960
ys_types = 78
synth-seq-area-share_pct = 31.3
postSynthAreaPerCell_um2 = 8.56
number_of_flops_mapped_to_enable_cells_by_yosys = 0
ys_warn_count = 1
mux_share_pct = 5.09
yosys.stat.chipArea_mm2 = 0.00960
aoi_share_pct = 27.8
xor_area_share_pct = 12.6
synth-async-reset-ratio_pct = 100
synthAdderAreaFrac_pct = 0.652
ys.flop_type = "dfrtp_1"
yosys.area_share.simple_pct = 15.9
syn_inst = 1121

[run]
cap_violations = 0
tool_warnings = 25

[worst_hold_path]
hold_wc_path_type = "reg -> reg"
hold_path_depth = 0

[clocking]
clock_insertion_delay_worst_skew_ns = 0.44
worst_setup_hold_path_clk_slew_ns = 0.06
cts-root-to-sink-buffers = 2
post-cts-setup-buffers = 0
h_tree_levels = 4
cts.sinks = 120
cts_tree = "done"
cts-buffers-inserted = 17
clock_tree.root_cell = "clkbuf_16"
cts_resized = 0
cts.hold.buffers_added = 0

[floorplanning]
rows = 56
core_util_floorplan_pct = 40.9
die-height_um = 157
die_w_um = 157
design.core.area_mm2 = 0.0235
top_level_ports = 107
chip_area_mm2 = 0.0246

[setup_path]
setup.worst_path.start_class = "primary input"
setup.worst_path.class = "in -> reg"
r2r_cells = 14
worst_setup_path_end_kind = "flip-flop"
critPathMaxFanout = 55
cp_data_required_time_ns = 12.72
arrival_ns = 5.42

[global_routing]
first_global_vias = 8686
grt_first_pass_wirelength_um = 56100
grt_antenna_before_repair = 0
grt_start_max_net_pins = 65
grt_overflow = 0
grt_util_all_layers_pct = 32.0

[finish]
n_fill_cell = 2217
top_logic_cell_by_instance_count_in_the_layout = "nor2_1"
largest_register_ffs = 80
layout.cells.most_common_list = "nor2_1, dfrtp_1, xnor2_1"
flow.area_growth_from_synthesis_pct = 17.9
fin_util_pct = 48.2
share_of_cells_above_drive_strength_1_pct = 8.47

[status]
run_status = "finished clean"
-- critical path, stage by stage --
cell and delay (ns):
clkdlybuf4s50_1 0.48, nand2_1 0.10, a22o_1 0.30, a211o_2 0.57
buf_4 0.44, or4_1 0.58, a32o_1 0.27, a31o_1 0.18
-- metrics by stage --
stage	power, mW	hold WS (ns)	instance area [µm²]	setup WS, ns	instances
final	0.979	0.477	11300	7.30	1476
after global routing	1.01	0.481	11300	7.23	1476
after global placement	0.447	0.449	10700	6.91	1444
after floorplan	0.405	0.385	9600	8.19	1121
after detailed placement	0.447	0.452	10700	6.89	1444
after CTS	0.984	0.467	11300	7.33	1476
-- cell families after synthesis --
group           after synthesis
compound gates              355
simple gates                327
buf+inv                     137
xor+xnor                    136
flops                       120
mux                          41
fa+ha+maj                     5
-- synthesized netlist by cell type (all sizes together), types with 20 or more instances --
cell / instances / area [µm²]
a22o: 20 / 175
xor2: 22 / 193
a311o: 20 / 200
a22oi: 25 / 188
buf: 44 / 294
clkbuf: 84 / 315
a21oi: 52 / 260
o21ai: 52 / 272
o211ai: 22 / 165
xnor2: 113 / 990
a31oi: 25 / 156
dfrtp: 116 / 2900
nand2: 89 / 337
nor2: 136 / 510
nand3: 24 / 120
o311ai: 20 / 175
mux2i: 33 / 330
a221oi: 48 / 420
-- power by group through the flow --
stage                 logic, mW  registers, mW  clock network (mW)
after CTS                0.0466          0.393               0.544
final                    0.0458          0.393               0.540
after global routing     0.0491          0.393               0.564
-- final timing paths --
check                                   start      endpoint  slack [ns]
max reg2reg                err_pos_col_reg[3]  data_reg[64]        7.92
min                              state_reg[3]  state_reg[2]        0.48
max                                 OUT_READY  data_reg[68]        7.30
min in group asynchronous            ARESET_N   data_reg[5]        2.01
max in group asynchronous            ARESET_N  state_reg[4]        9.32
min reg2reg                      state_reg[3]  state_reg[2]        0.48
-- layout make-up --
cell class              instances  area [µm²]  share of cell area (%)
clock inverters                13         194                    1.71
repair buffers                132        1250                    11.1
inverters                       9        33.8                   0.299
clock buffers                  19         433                    3.83
well taps                     319         399                    3.53
flip-flops and latches        120        3010                    26.6
multi-input cells             864        5990                    52.9
-- per-layer routing --
metal	track usage [%]	share of wire [%]
met2	46.4	44
met4	8.45	3.5
met1	47.4	42
met5	0.414	0
met3	9.48	11
Power is estimated from default activity; no workload was simulated.
