--- /design/flow/config.mk ---
export PLATFORM = sky130hd
export DESIGN_NAME = lpc_encoder
export DESIGN_NICKNAME = lpc_encoder
export VERILOG_FILES = /design/flow/design.v
export SDC_FILE = /design/flow/constraint.sdc
export NUM_CORES = 4
export LEC_CHECK = 1
export CORE_UTILIZATION = 50
--- /design/flow/constraint.sdc ---
current_design lpc_encoder

set clk_period 5.0
set clk_io_pct 0.2

create_clock -name clk0 -period $clk_period [get_ports {ACLK}]

set non_clock_inputs [all_inputs -no_clocks]
set_input_delay [expr $clk_period * $clk_io_pct] -clock clk0 $non_clock_inputs
set_output_delay [expr $clk_period * $clk_io_pct] -clock clk0 [all_outputs]
--- /design/flow/design.v ---
module lpc_encoder
(
	input wire ACLK,
	input wire ARESET_N,
	input wire[15:0] TDATA,
	input wire TVALID,
	input wire TLAST,
	input wire TUSER,
	output wire TREADY,
	output wire OUT_VALID,
	output wire OUT_LAST,
	output wire OUT_USER,
	output wire [79:0] OUT_DATA,
	input wire OUT_READY
);
	reg[7:0] src_reg[7:0], src_nxt[7:0];
	reg[7:0] pv_reg, pv_nxt;
	reg[7:0] ph_reg, ph_nxt;
	reg[2:0] cnt_reg, cnt_nxt;
	reg[79:0] encoded_reg, encoded_nxt;
	reg ready_reg, ready_nxt;
	reg out_valid_reg, out_valid_nxt;
	reg[4:0] last_reg, last_nxt;
	reg[4:0] user_reg, user_nxt;
	reg [3:0] idx;
	always@(posedge ACLK or negedge ARESET_N)begin
		if(~ARESET_N)begin
			for(idx=0; idx<8; idx=idx+1)begin
				src_reg[idx]<=0;
			end
			pv_reg<=0;
			ph_reg<=0;
			cnt_reg<=0;
			encoded_reg<=0;
			ready_reg<=1;
			out_valid_reg<=0;
			last_reg<=0;
			user_reg<=0;
		end
		else begin
			for(idx=0; idx<8; idx=idx+1)begin
				src_reg[idx]<=src_nxt[idx];
			end
			pv_reg<=pv_nxt;
			ph_reg<=ph_nxt;
			cnt_reg<=cnt_nxt;
			encoded_reg<=encoded_nxt;
			ready_reg<=ready_nxt;
			out_valid_reg<=out_valid_nxt;
			last_reg<=last_nxt;
			user_reg<=user_nxt;
		end
	end
	always@(*)begin
		for(idx=0; idx<8; idx=idx+1)begin
			src_nxt[idx]=src_reg[idx];
		end
		pv_nxt=pv_reg;
		ph_nxt=ph_reg;
		cnt_nxt=cnt_reg;
		encoded_nxt=encoded_reg;
		ready_nxt=ready_reg;
		out_valid_nxt=out_valid_reg;
		last_nxt=last_reg;
		user_nxt=user_reg;
		if(TVALID&TREADY)begin
			if(TUSER)begin
				src_nxt[0]=TDATA[15:8];
				src_nxt[1]=TDATA[7:0];
				pv_nxt[0]=^TDATA[15:8];
				pv_nxt[1]=^TDATA[7:0];
				for(idx=0; idx<8; idx=idx+1)begin
				ph_nxt[idx]=TDATA[idx]^TDATA[idx+8];
				end
				cnt_nxt=1;	
				encoded_nxt=0;
				ready_nxt=1;
				out_valid_nxt=0;
				last_nxt[0]=TLAST;
				user_nxt[0]=TUSER;
			end
			else begin
				src_nxt[2*cnt_reg]=TDATA[15:8];
				src_nxt[2*cnt_reg+1]=TDATA[7:0];
				pv_nxt[2*cnt_reg]=^TDATA[15:8];
				pv_nxt[2*cnt_reg+1]=^TDATA[7:0];	
				last_nxt[cnt_reg]=TLAST;
				user_nxt[cnt_reg]=TUSER;
				for(idx=0; idx<8; idx=idx+1)begin
					ph_nxt[idx]=ph_reg[idx]^TDATA[idx]^TDATA[idx+8];
				end
				if(cnt_reg==3)begin
					ready_nxt=0;
					out_valid_nxt=0;
				end
				cnt_nxt=cnt_reg+1;				
			end
		end
		if(cnt_reg==4)begin
			out_valid_nxt=1;
			ready_nxt=0;
			encoded_nxt={ph_reg,pv_reg,src_reg[7],src_reg[6],src_reg[5],src_reg[4],src_reg[3],src_reg[2],src_reg[1],src_reg[0]};
		end
		if(OUT_VALID&OUT_READY)begin
			cnt_nxt=0;	
			ready_nxt=1;
			for(idx=0; idx<8; idx=idx+1)begin
				src_nxt[idx]=0;
			end
			pv_nxt=0;
			ph_nxt=0;
			encoded_nxt=0;
			out_valid_nxt=0;
			last_nxt=0;
			user_nxt=0;
		end
	end
assign TREADY=ready_reg;
assign OUT_VALID=out_valid_reg;
assign OUT_DATA=encoded_reg;
assign OUT_LAST=|last_reg;
assign OUT_USER=|user_reg;
endmodule
--- /design/flow/run.sh ---
#!/bin/bash
# OpenROAD 26Q1-2900-gdf79404cd8, Yosys 0.63+post, stock flow scripts
make -C /OpenROAD-flow-scripts/flow DESIGN_CONFIG=/design/flow/config.mk WORK_HOME=/design/flow/orfs finish
==> changes_impl.md <==
### Metrics

- Yosys stat chip area: 7420 µm²
- Period utilization: 56.8%
- WP data arrival: 3130 ps
- Detailed Place HPWL: 10700 µm
- Clock Latency Late Sink: 420 ps
- Maxcap violations: 0
- IO Pins: 106
- Hold depth: 1
- Met3 WL: 791 µm
- WHS: 478 ps
- ANT nets after route: 0
- CP Buf/Inv Count: 2
- Die width: 124 µm
- Crit path DRT: 5290 ps
- Sw Pwr: 0.00171 W
- Seq/Total Area, Yosys: 59.0%
- Slew HR: 50.6%
- Max clock buf depth: 2
- TritonCTS Sinks: 175
- Worst-path clk slew: 60 ps
- FFs w/ async S/R, synth: 100%
- Area growth from synthesis to layout: 22.5%
- Clk root buf: clkbuf_16
- First-pass GRT wire length: 26600 µm
- Netlist cell types: 47
- Initial antenna violation count: 0
- Post-route minimum period: 2840 ps
- Top delay family on crit path: buffers and inverters
- Mapped cell area: 7420 µm²
- Switching share of power: 30.5%
- CP Class: input port to flop
- Yosys warnings: 3
- Flop pwr share: 43.8%
- Diode count: 0
- R2r startpoint: cnt_reg[0]$_DFFE_PN0N_
- Power Dens Cells: 616 nW/µm²
- Hold Path Class: flop to flop
- Peak supply drop: 0.000289 V
- OpenROAD warnings: 36
- Crit-path max cell delay: 790 ps
- Number of enable flip-flop cells: 0
- Core Region: 14500 µm²
- Max reg flops: 80
- CP max-delay cell: clkdlybuf4s50_1
- Stages on the worst setup path: 5
- CP Capture Type: flop
- Total track usage: 23.9%
- CTS Buf Count: 17
- Number of global-route vias before repair: 4743
- Post-synth area hogs: dfrtp_1, a22o_1, mux2_2, mux2i_1, ha_1
- Initial DRC Count: 355
- Buffers inserted by post-CTS timing repair: 0
- DRT met1 WL: 7980 µm
- Commonest flop: dfrtp_1
- Clock Power Share: 22.1%
- Leak: 4.05 nW
- Worst reg-to-reg path cell count: 6
- Die Y: 124 µm
- Std cell rows: 44
- Setup_tns: 0 ps
- Max Slew Vio Count: 0
- Pin count of the biggest net entering global routing: 123
- Post-CTS sizing: 0
- Status: completed
- Slew @ Worst Pin: 738 ps
- # Cells Yosys: 575
- Floorplan utilization: 51.2%
- Final Hold Viols: 0
- Syn avg cell area: 12.9 µm²
- First-pass detailed-route iteration total: 4
- Final core occ: 62.7%
- Comb power frac: 34.2%
- Leading area contributor after synthesis: dfrtp_1
- Chip Area: 15300 µm²
- Share of cells above drive strength 1: 15.5%
- Finished Layout Cells: 861
- DR top layer: met4
- Beginning of the critical path: TUSER
- Hold path start: src_reg[1][0]$_DFFE_PN0P_
- Cells after synthesis: 575
- Worst setup margin: 2160 ps
- Post-Route WL: 16300 µm
- Wire length per cell: 18.9 µm
- I/O Buffers: 105
- Met2 WL post-DR: 7340 µm
- DR vias/cell: 5.68
- Routed vias: 4888
- Placed Cells incl. Taps: 830
- Worst-path fanout max: 21
- Top cell area share: 58.7%
- Dpl ws: 1800 ps
- Drc violations: 0
- Unrepaired setup endpoints after global routing: no
- Sequential Area: 4380 µm²
- Worst-path cell chain: clkdlybuf4s50_1, inv_1, and2_1, mux2i_1, o21ai_1
- Fillers: 1050
- Final Skew: 8.08 ps
- Logic area: 2760 µm²
- Post-synth regs: 175
- # hold bufs at CTS: 0
- Total number of H-tree levels: 4
- Grt ovf: 0
- Setup-failing EPs final: 0
- Int Pwr: 0.00389 W
- CTS tree: done
- Worst setup SP type: input port
- FMAX: 352 MHz
- Placer congestion estimate: 0.879
==> synthesized netlist by cell type, types with 5 or more instances <==
| cell | count |
|---|---|
| nand4_1 | 5 |
| mux2i_1 | 18 |
| clkbuf_1 | 15 |
| ha_1 | 12 |
| inv_1 | 8 |
| xnor2_1 | 12 |
| and2_1 | 11 |
| nand3_1 | 8 |
| mux2_2 | 56 |
| buf_6 | 10 |
| nand2_1 | 26 |
| buf_2 | 9 |
| o21ai_1 | 8 |
| nor2_1 | 30 |
| a22o_1 | 80 |
| dfrtp_1 | 174 |
| a22oi_1 | 9 |
| a21oi_1 | 14 |
| xor2_1 | 10 |
| o21ai_0 | 16 |
==> worst reg2reg max path: stages, from the launching register on <==
cell       delay (ps)
dfrtp_1           650
inv_1             290
ha_1              350
ha_1              340
and4b_1           400
o2111ai_1         290
o41ai_1           380
==> cell families after synthesis <==
| logic type | after synthesis | synth area share (%) |
|---|---|---|
| buffers and inverters | 50 | 3.91 |
| DFF | 175 | 59.0 |
| muxes | 74 | 10.9 |
| xor gates and xnor gates | 22 | 2.60 |
| adders and majority gates | 12 | 2.02 |
| and+or+nand+nor | 100 | 6.76 |
| AOI/OAI and AO/OA | 142 | 14.7 |
==> final timing paths <==
| path | endpoint | slack, ps |
|---|---|---|
| min in group asynchronous | encoded_reg[75]$_DFFE_PN0P_ | 520 |
| worst max register to register | pv_reg[4]$_DFFE_PN0P_ | 2190 |
| worst min register to register | encoded_reg[8]$_DFFE_PN0P_ | 480 |
| worst min-delay path | encoded_reg[8]$_DFFE_PN0P_ | 480 |
| max in group asynchronous | src_reg[6][6]$_DFFE_PN0P_ | 3460 |
| worst max-delay path | src_reg[0][5]$_DFFE_PN0P_ | 2160 |
==> power by group through the flow <==
stage	clock [W]	combinational (W)	sequential (W)
finish	0.00123	0.00191	0.00245
global route	0.00133	0.00214	0.00254
CTS	0.00126	0.00193	0.00246
==> metrics by stage <==
| stage | cell area [µm²] | power [W] |
|---|---|---|
| floorplan | 7420 | 0.00347 |
| global placement | 8530 | 0.00436 |
| detailed placement | 8530 | 0.00439 |
| CTS | 9080 | 0.00565 |
| global route | 9080 | 0.00601 |
| finish | 9080 | 0.00560 |
==> placed cells by master, fill, tap and decap left out, drive strengths merged, types with 2 or more instances in the layout <==
cell type / Yosys / final
ha: 12 / 12
clkbuf: 16 / 19
a211oi: 3 / 3
a22oi: 9 / 9
o211ai: 3 / 3
nand2: 28 / 28
nor4: 2 / 2
and3: 4 / 4
o21ai: 24 / 24
inv: 9 / 11
nand4: 5 / 5
buf: 25 / 8
or3: 3 / 3
nand3: 8 / 8
clkinvlp: 0 / 4
dfrtp: 174 / 174
xnor2: 12 / 12
xor2: 10 / 10
nor2: 30 / 30
a22o: 80 / 80
nor3: 3 / 3
mux2: 56 / 56
clkinv: 0 / 5
a21oi: 14 / 14
clkdlybuf4s50: 0 / 104
and2: 12 / 12
o41ai: 3 / 3
mux2i: 18 / 18
==> layer usage <==
| metal | up-vias | global-route usage [%] |
|---|---|---|
| met3 | 13 | 3.64 |
| li1 | 2276 | - |
| met2 | 134 | 33.9 |
| met5 | - | 0 |
| met1 | 2465 | 42.0 |
| met4 | 0 | 3.24 |
==> area by class of cell <==
cell class | instances | area share [%]
Sequential cell | 175 | 48.2
Inverter | 9 | 0.372
Clock buffer | 19 | 4.88
Clock inverter | 12 | 1.24
Timing Repair Buffer | 112 | 12.4
Multi-Input combinational cell | 350 | 30.3
Tap cell | 184 | 2.53
Power figures rest on the tool's default switching activity, not on a simulated workload.
