$ cat ./config.mk
export PLATFORM = sky130hd
export DESIGN_NAME = synchronous_fifo
export DESIGN_NICKNAME = synchronous_fifo
export VERILOG_FILES = /design/flow/design.v
export SDC_FILE = /design/flow/constraint.sdc
export NUM_CORES = 4
export LEC_CHECK = 1
export CORE_UTILIZATION = 40
$ cat ./constraint.sdc
current_design synchronous_fifo

set clk_period 6.1
set clk_io_pct 0.2

create_clock -name clk0 -period $clk_period [get_ports {ACLK}]

set non_clock_inputs [all_inputs -no_clocks]
set_input_delay [expr $clk_period * $clk_io_pct] -clock clk0 $non_clock_inputs
set_output_delay [expr $clk_period * $clk_io_pct] -clock clk0 [all_outputs]
$ cat ./design.v
module synchronous_fifo #(parameter DEPTH=128, parameter DATA_WIDTH=16)(
input wire ACLK,
input wire ARESET_N,
input wire RD_EN,
input wire WR_EN,
input wire [DATA_WIDTH-1:0] WR_DATA,
output wire [DATA_WIDTH-1:0] RD_DATA,
output wire FIFO_EMPTY,
output wire FIFO_FULL
);
	reg[DATA_WIDTH-1:0] data_reg, data_nxt;
	reg[$clog2(DEPTH)-1:0] rd_cnt_reg, rd_cnt_nxt;
	reg[$clog2(DEPTH)-1:0] wr_cnt_reg, wr_cnt_nxt;
	reg rd_flag_reg, rd_flag_nxt;
	reg wr_flag_reg, wr_flag_nxt;
	reg[DATA_WIDTH-1:0] fifo_reg[DEPTH-1:0], fifo_nxt[DEPTH-1:0];
	reg[19:0] idx;
	always@(posedge ACLK  or negedge ARESET_N)begin
		if(~ARESET_N)begin
			data_reg <=0;
			rd_cnt_reg <= 0;
			wr_cnt_reg <= 0;
			rd_flag_reg <= 0;
			wr_flag_reg <= 0;
			for(idx=0; idx<DEPTH; idx=idx+1)begin
				fifo_reg[idx]<=0;
			end
		end else begin
			data_reg <= data_nxt;
			rd_cnt_reg <= rd_cnt_nxt;
			wr_cnt_reg <= wr_cnt_nxt;
			rd_flag_reg <= rd_flag_nxt;
			wr_flag_reg <= wr_flag_nxt;
			for(idx=0; idx<DEPTH; idx=idx+1)begin
				fifo_reg[idx]<=fifo_nxt[idx];
			end
		end
	end
	always@(*)begin
		data_nxt = data_reg;
		rd_cnt_nxt=rd_cnt_reg;
		wr_cnt_nxt=wr_cnt_reg;
		rd_flag_nxt=rd_flag_reg;
		wr_flag_nxt=wr_flag_reg;
		for(idx=0; idx<DEPTH; idx=idx+1)begin
			fifo_nxt[idx]=fifo_reg[idx];
		end
		if(WR_EN && ~FIFO_FULL)begin
			fifo_nxt[wr_cnt_reg]= WR_DATA;
			if( &wr_cnt_reg==1)begin
				wr_cnt_nxt=0;
				wr_flag_nxt=~wr_flag_reg;
			end
			else begin
				wr_cnt_nxt= wr_cnt_reg+1;
			end
		end
		if(RD_EN &&~FIFO_EMPTY)begin
			data_nxt= fifo_reg[rd_cnt_reg];
			if( &rd_cnt_reg==1)begin
				rd_cnt_nxt=0;	
				rd_flag_nxt=~rd_flag_nxt;
			end
			else begin
				rd_cnt_nxt= rd_cnt_reg+1;
			end
		end
	end
assign RD_DATA = data_reg;
assign FIFO_EMPTY = (rd_cnt_reg == wr_cnt_reg) && (rd_flag_reg == wr_flag_reg);
assign FIFO_FULL =  (rd_cnt_reg == wr_cnt_reg) && (rd_flag_reg != wr_flag_reg);
endmodule
$ cat ./run.sh
#!/bin/bash
# OpenROAD 26Q1-2900-gdf79404cd8, Yosys 0.63+post, stock flow scripts
make -C /OpenROAD-flow-scripts/flow DESIGN_CONFIG=/design/flow/config.mk WORK_HOME=/design/flow/orfs finish
==> ci_impl_report.md <==
## PnR job results

| Metric | Value |
|---|---|
| Kind of critical path | register to register |
| Top FF cell, synth | dfrtp_1 |
| Post-detail-place hpwl | 393000 um |
| CP max stage delay | 0.99 ns |
| Ys cells | 7389 |
| Crit end category | register |
| Run status | completed |
| Final hold violation count | 0 |
| Top Layout Cells | 2074 x dfrtp_1, 2002 x mux2_2, 875 x a22oi_1, 539 x buf_4, 280 x nand2_1 |
| Setup Skew | 0.133 ns |
| Post-Syn Instances | 7389 |
| Sequential area share after synthesis | 54.7% |
| Fin. max-slew vios | 0 |
| Final min period | 5.62 ns |
| Final Cell Area | 113000 um2 |
| Row cnt | 178 |
| Critical Path, Cell by Cell | buf_4 -> nand4_1 -> buf_4 -> nor2_2 -> buf_4 -> a22oi_1 -> nand2_1 -> nor4_1 -> nand3_1 -> buf_12 -> or3_1 -> o221a_2 |
| Root Driver | clkbuf_16 |
| Clk slew on worst S/H paths | 0.07 ns |
| DRC viols | 0 |
| DRT Pass-1 Iters | 8 |
| GRT Residual Overflow | 0 |
| First-pass GRT wire length | 767000 um |
| Initial antenna violation count | 84 |
| Setup-failing EPs final | 0 |
| Max-cap check violation count | 0 |
| Cell mode on critical path | buf_4 |
| Area Overhead vs Synth | 18.5% |
| EDFF count, synth | 0 |
| Die width | 490 um |
| Hold buffers post-CTS | 0 |
| FILL cells | 20400 |
| Post-CTS sizing | 0 |
| Tcrit/Tclk final | 92.1% |
| Routed via count | 77400 |
| Pin count of the biggest net entering global routing | 122 |
| CTS tree | done |
| CP required | 6.89 ns |
| DR vias/cell | 6.97 |
| Post-CTS setup buffers | 0 |
| Crit path launch type | register |
| Commonest non-fill, non-tap cell in the layout | dfrtp_1 |
| Synth warn | 3 |
| OpenROAD warning count | 62 |
| Slew margin rel. | 12.0% |
| R2r setup slk | 0.48 ns |
| Iter 0 DRT Violations | 7529 |
| Share of layout cells above drive strength 1 | 42.8% |
| Die Area | 240000 um2 |
| Syn Std Cell Area | 95100 um2 |
| CP max FO | 30 |
| FF+latch count, synth | 2080 |
| Vias in the first global route | 74000 |
| Setup repair after global routing missed its margin | no |
| Dpl cell area | 105000 um2 |
| CP max stage cell | nor4_1 |
| Port Buffers | 37 |
| Worst-Margin Slew | 1.32 ns |
| Clock Tree Buf Depth | 3 |
| VDD IR-drop max | 692 uV |
| RePlAce Congestion | 1.07 |
| Hold Crit Class | primary input to async pin |
| Asr flop ratio synth | 100% |
| Total GRT Usage | 52.6% |
| Final WL | 596000 um |
| Final ANT Viol Nets | 0 |
| Clock sink count | 2080 |
| Max Fclk | 178 MHz |
| Wire per inst | 53.6 um |
| PD cells | 771 nW/um2 |
| Number of library cell types mapped by synthesis | 107 |
| CTS buffer count | 223 |
| Core box area | 236000 um2 |
| Largest register FFs | 2048 |
| CTS H-Tree Depth | 4 |
| Leak | 0.0465 uW |
| Init Core Util | 40.3% |
| Arr. time, crit path | 6.41 ns |
| IO Pins | 38 |
| Setup Total Neg Slack | 0 ns |
| Yosys synthesis chip area | 95100 um2 |
| Die y size | 490 um |
| Avg Cell Area, Syn | 12.9 um2 |
| Clk latency late pin | 0.94 ns |
==> through the flow <==
step | util, % | setup WS, ns | total power, uW | cells | hold WS, ns
global route | 47.7 | 0.564 | 87800 | 11000 | 0.275
finish | 47.8 | 0.485 | 86900 | 11100 | 0.252
CTS | 47.7 | 0.784 | 84400 | 11000 | 0.273
detailed placement | 44.3 | 0.813 | 69900 | 10600 | 0.476
global placement | 44.3 | 0.700 | 69300 | 10600 | 0.469
floorplan | - | 1.98 | 46200 | 7389 | 0.426
==> synthesized netlist by cell type (15+ instances only) <==
master / instances / area share [%]
o211ai_1: 20 / 0.16
nand4_1: 173 / 1.1
nand4b_1: 17 / 0.16
buf_2: 115 / 0.61
a21oi_1: 56 / 0.29
mux2_2: 2002 / 24
o21ai_0: 64 / 0.34
a22oi_1: 875 / 6.9
nand2_1: 280 / 1.1
nor4_1: 68 / 0.45
nand3_1: 91 / 0.48
nor3_1: 80 / 0.42
a2111oi_0: 25 / 0.23
dfrtp_1: 2080 / 55
buf_1: 15 / 0.059
xnor2_1: 16 / 0.15
mux2i_1: 17 / 0.18
buf_4: 16 / 0.13
inv_1: 16 / 0.063
nor2_1: 234 / 0.92
and2_1: 15 / 0.099
nor2b_1: 24 / 0.16
clkbuf_1: 512 / 2.0
a221oi_1: 27 / 0.25
and3_1: 85 / 0.56
mux2_4: 20 / 0.32
o22ai_1: 24 / 0.16
or3_1: 21 / 0.14
nand2b_1: 26 / 0.17
a22o_1: 35 / 0.32
mux2_1: 33 / 0.39
==> cells by family (layout without fill, tap and decap cells) <==
kind of cell	Yosys count	after routing	synth area share (%)
other	0	107	0
adder cells (fa/ha/maj)	9	9	0.118
multiplexers	2072	2072	24.6
buffers and inverters	687	1148	3.01
XOR/XNOR	18	18	0.166
flip-flops	2080	2080	54.7
AND/OR/NAND/NOR	1263	1263	7.42
AND-OR/OR-AND	1260	1260	9.99
==> routing by layer <==
layer,track usage [%],part of all wire [%],wire length (um)
met3,38.4,17,99700
met5,4.75,0.21,1260
met1,59.8,34,200000
met4,42.6,9.8,58300
met2,65.6,40,236000
==> worst paths after layout <==
kind	start	end	cells past startpoint
hold reg to reg	fifo_reg[32][11]$_DFFE_PN0P_	fifo_reg[32][11]$_DFFE_PN0P_	1
max in group asynchronous	ARESET_N	fifo_reg[26][9]$_DFFE_PN0P_	3
setup / recovery	rd_cnt_reg[2]$_DFFE_PN0N_	data_reg[11]$_DFFE_PN0N_	12
hold / removal	ARESET_N	fifo_reg[39][2]$_DFFE_PN0P_	1
min in group clk0	fifo_reg[32][11]$_DFFE_PN0P_	fifo_reg[32][11]$_DFFE_PN0P_	1
setup reg to reg	rd_cnt_reg[2]$_DFFE_PN0N_	data_reg[11]$_DFFE_PN0N_	12
==> layout make-up <==
| class | instances | area (um2) | share of cell area (%) |
|---|---|---|---|
| Inverter | 17 | 63.8 | 0.0566 |
| Multi-Input combinational cell | 4622 | 41100 | 36.5 |
| Clock buffer | 343 | 6760 | 6.00 |
| Timing Repair Buffer | 720 | 7420 | 6.58 |
| Antenna cell | 107 | 268 | 0.238 |
| Tap cell | 3150 | 3940 | 3.50 |
| Sequential cell | 2080 | 52100 | 46.2 |
| Clock inverter | 68 | 1090 | 0.971 |
==> worst max-delay path, delay by kind of cell, from the launching register on <==
kind	cells	cell delay [ns]
and+or+nand+nor	6	3.16
AOI/OAI and AO/OA	2	0.42
buffers and inverters	4	1.24
DFF	1	0.57
==> where the power goes <==
part	switching [uW]	internal, uW
sequential	3940	21400
combinational	28800	18200
clock	6150	8440
Power and IR drop assume default switching activity.
